===== design/flow/design.v =====
module mem #(
    parameter ADDR_WIDTH=8,
    parameter DATA_WIDTH=8,
    parameter DEPTH=1<<ADDR_WIDTH
) (
    input  wire                  i_w_clk  ,
    input  wire                  i_w_cs   ,
    input  wire                  i_w_we   ,
    input  wire [ADDR_WIDTH-1:0] i_w_addr ,
    input  wire [DATA_WIDTH-1:0] i_w_wdata,
    output reg  [DATA_WIDTH-1:0] o_w_rdata
);
    reg [DATA_WIDTH-1:0] mem [0:DEPTH-1];
    always@(posedge i_w_clk) begin
        if (i_w_cs) begin
            if (i_w_we) begin  
                mem[i_w_addr] <= i_w_wdata;
            end else begin  
                o_w_rdata <= mem[i_w_addr];
            end
        end
    end
endmodule

===== design/flow/run.sh =====
#!/bin/bash
# OpenROAD 26Q1-2900-gdf79404cd8, Yosys 0.63+post, stock flow scripts
make -C /OpenROAD-flow-scripts/flow DESIGN_CONFIG=/design/flow/config.mk WORK_HOME=/design/flow/orfs finish

===== design/flow/config.mk =====
export PLATFORM = sky130hd
export DESIGN_NAME = mem
export DESIGN_NICKNAME = mem
export VERILOG_FILES = /design/flow/design.v
export SDC_FILE = /design/flow/constraint.sdc
export NUM_CORES = 4
export LEC_CHECK = 1
export CORE_UTILIZATION = 40

===== design/flow/constraint.sdc =====
current_design mem

set clk_period 16.0
set clk_io_pct 0.2

create_clock -name clk0 -period $clk_period [get_ports {i_w_clk}]

set non_clock_inputs [all_inputs -no_clocks]
set_input_delay [expr $clk_period * $clk_io_pct] -clock clk0 $non_clock_inputs
set_output_delay [expr $clk_period * $clk_io_pct] -clock clk0 [all_outputs]

==> flow_metrics.py <==
# Generated from Yosys and OpenROAD reports
metrics = {
    "global_route": {
        "grt_pass1_wl_mm": 276,
        "grt_use_total": 0.215,
        "antenna_found_initial": 8,
        "grt-ovfl-total": 0,
        "grt_max_degree": 93,
        "grt_pass1_vias": 40300,
    },
    "clock_tree": {
        "cts_buffers": 200,
        "cts_setup_buffers": 0,
        "hold_buffers": 0,
        "cts_root_buf": "clkbuf_16",
        "cts.clk_slew.worst_paths_ns": 0.06,
        "cts_max_path_buffers": 3,
        "cts-htree-levels": 4,
        "clk_latency_ns": 0.82,
        "cts_tree": "built",
        "ctsResizeCount": 0,
        "clkSinkCount": 2056,
    },
    "placement": {
        "dpl_worst_slack_ns": 7.81,
        "hpwl_mm": 112,
        "port_buffers": 26,
        "gp_congestion": 0.852,
    },
    "floorplan": {
        "core-area_sq_um": 195000,
        "io_pins": 27,
        "fp-row-count": 162,
        "initCoreUtil": 0.402,
        "die_x_microns": 445,
        "die_h_microns": 445,
        "die_area_sq_um": 198000,
    },
    "timing": {
        "tns_ns": 0,
        "fin_ws_ns": 8.72,
        "hold_slack_ns": 1.03,
        "fmax_ghz": 0.137,
        "setup_viol": 0,
        "skew_ns": 0.0318,
        "slew-limit-headroom": 0.175,
        "report.final.slew_viol_count": 0,
        "rsz0062_at_grt": "no",
        "layout_worst_path_cycle_share": 0.455,
        "final_hold_viol_count": 0,
        "worstMarginPinSlew_ns": 1.22,
        "min_period_ns": 7.28,
    },
    "critical_path": {
        "critPathArrivalTime_ns": 7.79,
        "start_kind": "input pin",
        "worst_path_max_delay_cell": "buf_4",
        "crit_path_frequent_cell": "buf_4",
        "cp_cell_sequence": "buf_8, buf_4, buf_4, buf_4, buf_4, mux4_2, a22oi_1, a21oi_1, o41ai_1, nand4_1",
        "critPathRequiredTime_ns": 16.52,
        "worst-path-max-fanout": 65,
        "crit_path_end_kind": "register",
        "worstSetupPathType": "in -> reg",
        "crit_family": "buffers and inverters",
        "path_buffers": 5,
        "slowest_delay_ns": 0.65,
    },
    "final_layout": {
        "area_delta_synth_final_pct": 12.9,
        "final_util": 0.454,
        "final-comb-area_sq_um": 15800,
        "drive_gt1_frac": 0.253,
        "seq_area_sq_um": 61700,
        "nFillCells": 15900,
    },
    "routing": {
        "drtIter0Drc": 2572,
        "wl_mm": 189,
        "via_per_inst": 5.62,
        "dr.pass1.iters": 5,
        "post_drt_wl_per_cell_microns": 29.1,
        "via_count": 36500,
        "drc": 0,
        "antenna_left": 0,
    },
    "yosys": {
        "yosys_register_bits": 2056,
        "seq_area_frac_synth": 0.788,
        "synth.yosys.num_cells": 3526,
        "synth_cells": 3526,
        "top_area_cell": "edfxtp_1",
        "syn-cell-area_sq_um": 78400,
        "syn_avg_cell_area_sq_um": 22.2,
        "synth_cell_types": 21,
        "top_cells_by_area": "edfxtp_1 79%, mux4_2 15%, a22oi_1 2.5%",
        "ys_warn_count": 1,
        "ys_area_sq_um": 78400,
        "yosysTopAreaCellShare": 0.788,
    },
    "run": {
        "maxCapViolations": 0,
        "warning_count": 26,
    },
    "pwr": {
        "switchingPower_mw": 2.26,
        "power.density_nw_per_um2": 122,
        "leakagePower_nw": 26.6,
        "combPwrFrac": 0.044,
        "totalPowerFinal_mw": 10.8,
        "ir_drop_v": 0.000117,
        "p_clk_frac": 0.405,
        "power_frac_seq": 0.551,
        "intPower_mw": 8.51,
        "netSwitchingFraction": 0.210,
    },
    "run_status": {
        "status": "finished, final reports clean",
    },
    "hold_path": {
        "hold_class": "reg -> reg",
    },
}
==> tightest hold or removal path, cell delays in order, from the launching register on <==
cell,delay [ns]
edfxtp_1,0.31
mux4_2,0.23
a22oi_1,0.08
a21oi_1,0.13
o41ai_1,0.08
nand4_1,0.09
==> Yosys cell counts <==
cell type     n
buf_2        41
mux4_2      512
nand3_1       4
a22oi_1     256
buf_4        11
and4_1        1
or2_2         1
a21oi_1     128
o41ai_1      32
buf_1        21
nand2_1      30
nand4_1       8
clkbuf_1    143
buf_6         9
nand2b_1      2
nor3b_1       2
edfxtp_1   2056
nor2b_1       7
and2_1        2
nor2_1      259
nor3_1        1
==> layout make-up <==
class	instances	share of cell area
sequential	2056	0.698
multi-input combinational	1245	0.178
clock buffer	253	0.0593
tap	2624	0.0371
timing repair buffer	202	0.0189
clock inverter	109	0.00857
antenna	3	0.0000849
==> registers in the layout, summed over array words and instances, names as in the netlist <==
name / count
mem: 2048
o_w_rdata: 8
==> metrics by stage <==
stage / instances / instance area, sq um
floorplan: 3526 / 78400
global placement: 6127 / 82400
detailed placement: 6127 / 82400
CTS: 6489 / 88500
global route: 6489 / 88500
finish: 6492 / 88500
==> logic make-up (layout without fill, tap and decap cells) <==
family | after synthesis | in the layout | synth area share
flops | 2056 | 2056 | 0.788
mux | 512 | 512 | 0.147
compound gates | 416 | 416 | 0.0363
simple gates | 317 | 317 | 0.0161
buf+inv | 225 | 564 | 0.0128
other cells | 0 | 3 | 0
==> final timing paths <==
kind	start	to	slack [ns]	depth (start not counted)
worst max-delay path	i_w_addr[1]	o_w_rdata[2]$_DFFE_PP_	8.72	10
worst min-delay path	mem[96][3]$_DFFE_PP_	o_w_rdata[3]$_DFFE_PP_	1.03	5
worst max register to register	mem[3][2]$_DFFE_PP_	o_w_rdata[2]$_DFFE_PP_	13.09	5
worst min register to register	mem[96][3]$_DFFE_PP_	o_w_rdata[3]$_DFFE_PP_	1.03	5
==> power groups by stage <==
stage	logic [mW]	clock network (mW)	registers (mW)
final	0.469	4.36	5.94
after global routing	0.508	4.64	5.94
after CTS	0.479	4.45	5.94
==> routing by layer <==
metal	global-route usage	up-vias	share of wire
met5	0.0100	-	0.0014
met4	0.0529	12	0.032
met3	0.148	338	0.15
met2	0.319	1987	0.48
met1	0.268	18700	0.33
li1	-	15400	-
==> placed cells by master (no fill, tap or decap), drive strengths merged, types with 2 or more instances in the layout <==
| cell type | count |
|---|---|
| a21oi | 128 |
| a22oi | 256 |
| and2 | 2 |
| buf | 186 |
| bufinv | 6 |
| clkbuf | 253 |
| clkdlybuf4s50 | 16 |
| clkinv | 94 |
| clkinvlp | 2 |
| diode | 3 |
| edfxtp | 2056 |
| inv | 7 |
| mux4 | 512 |
| nand2 | 30 |
| nand2b | 2 |
| nand3 | 4 |
| nand4 | 8 |
| nor2 | 259 |
| nor2b | 7 |
| nor3b | 2 |
| o41ai | 32 |
Power is estimated from default activity; no workload was simulated.
